**flow/run.sh**
```bash
#!/bin/bash
# OpenROAD 26Q1-2900-gdf79404cd8, Yosys 0.63+post, stock flow scripts
make -C /OpenROAD-flow-scripts/flow DESIGN_CONFIG=/design/flow/config.mk WORK_HOME=/design/flow/orfs finish
```
**flow/constraint.sdc**
```tcl
current_design parking_system

set clk_period 6.7
set clk_io_pct 0.2

create_clock -name clk0 -period $clk_period [get_ports {clk}]

set non_clock_inputs [all_inputs -no_clocks]
set_input_delay [expr $clk_period * $clk_io_pct] -clock clk0 $non_clock_inputs
set_output_delay [expr $clk_period * $clk_io_pct] -clock clk0 [all_outputs]
```
**flow/config.mk**
```make
export PLATFORM = sky130hd
export DESIGN_NAME = parking_system
export DESIGN_NICKNAME = parking_system
export VERILOG_FILES = /design/flow/design.v
export SDC_FILE = /design/flow/constraint.sdc
export NUM_CORES = 4
export LEC_CHECK = 1
export CORE_UTILIZATION = 30
```
**flow/design.v**
```verilog
module parking_system(clk, reset_n, sensor_entrance, sensor_exit, password_1, password_2, GREEN_LED, RED_LED, HEX_1, HEX_2);
    input clk, reset_n;
    input sensor_entrance, sensor_exit;
    input [1:0] password_1, password_2;
    output GREEN_LED, RED_LED;
    output reg [6:0] HEX_1, HEX_2;
    parameter IDLE = 3'b000;
    parameter WAIT_PASSWORD = 3'b001;
    parameter WRONG_PASS = 3'b010;
    parameter RIGHT_PASS = 3'b011;
    parameter STOP = 3'b100;
    reg [2:0] current_state, next_state;
    reg [31:0] counter_wait;
    reg red_tmp, green_tmp;
    always @(posedge clk or negedge reset_n)
    begin
        if (reset_n == 1'b0)
        begin
            current_state = IDLE;
        end
        else
        begin
            current_state = next_state;
        end
    end
    always @(posedge clk or negedge reset_n) 
    begin
        if (reset_n == 0)
        begin
            counter_wait <= 0;
        end
        else if (current_state == WAIT_PASSWORD)
        begin
            counter_wait <= counter_wait + 1;
        end
        else 
        begin
            counter_wait <= 0;
        end
    end
    always @(*)
    begin
        case (current_state)
            IDLE: begin
                if (sensor_entrance == 1)
                begin
                    next_state = WAIT_PASSWORD;
                end
                else
                begin
                    next_state = IDLE;
                end
            end
            WAIT_PASSWORD: begin
                if (counter_wait <= 3)
                begin
                    next_state = WAIT_PASSWORD;
                end
                else 
                begin
                    if ((password_1 == 2'b01) && (password_2 == 2'b10))
                        next_state = RIGHT_PASS;
                    else
                        next_state = WRONG_PASS;
                end
            end
            WRONG_PASS: begin
                if ((password_1 == 2'b01) && (password_2 == 2'b10))
                    next_state = RIGHT_PASS;
                else
                    next_state = WRONG_PASS;
            end
            RIGHT_PASS: begin
                if (sensor_entrance == 1 && sensor_exit == 1)
                    next_state = STOP;
                else if (sensor_exit == 1)
                    next_state = IDLE;
                else
                    next_state = RIGHT_PASS;
            end
            STOP: begin
                if ((password_1 == 2'b01) && (password_2 == 2'b10))
                    next_state = RIGHT_PASS;
                else
                    next_state = STOP;
            end
            default: next_state = IDLE;
        endcase
    end
    always @(posedge clk) 
    begin 
        case (current_state)
            IDLE: begin
                green_tmp = 1'b0;
                red_tmp = 1'b0;
                HEX_1 = 7'b1111111;  
                HEX_2 = 7'b1111111;  
            end
            WAIT_PASSWORD: begin
                green_tmp = 1'b0;
                red_tmp = 1'b1;
                HEX_1 = 7'b000_0110;  
                HEX_2 = 7'b010_1011;  
            end
            WRONG_PASS: begin
                green_tmp = 1'b0;
                red_tmp = ~red_tmp;
                HEX_1 = 7'b000_0110;  
                HEX_2 = 7'b000_0110;  
            end
            RIGHT_PASS: begin
                green_tmp = ~green_tmp;
                red_tmp = 1'b0;
                HEX_1 = 7'b000_0010;  
                HEX_2 = 7'b100_0000;  
            end
            STOP: begin
                green_tmp = 1'b0;
                red_tmp = ~red_tmp;
                HEX_1 = 7'b001_0010;  
                HEX_2 = 7'b000_1100;  
            end
        endcase
    end
    assign RED_LED = red_tmp;
    assign GREEN_LED = green_tmp;
endmodule
```
==> job_summary.md <==
### Metrics collected by this job

| Metric | Value |
|---|---|
| Status | completed |
| N_diodes | 0 |
| Core box area | 7730 sq um |
| Final hold violations | 0 |
| Worst path slowest cell | clkdlybuf4s50_1 |
| Setup_tns | 0 ns |
| CP Buf/Inv Count | 1 |
| Final min period | around 2.5 ns |
| Reg-to-Reg Start | counter_wait[10]$_DFF_PN0_ |
| Clock-pin slew of the registers on the worst-case setup and hold paths | 0.09 ns |
| Worst setup path startpoint | HEX_1[5]$_DFFE_PP_ |
| Tally of OpenROAD warnings | 25 |
| Clk sinks | around 48 |
| Yosys stat area | 2390 sq um |
| Cts repair resizes | 0 |
| WP data arrival | 1.16 ns |
| Fin. max-slew vios | 0 |
| Crit path largest cell delay | 0.47 ns |
| Final GP Congestion | 0.768 |
| Max Cap Viol | 0 |
| CTS tree | done |
| Post-route antenna net violation count | 0 |
| Worst-Margin Slew | 0.683 ns |
| Cells on worst reg2reg path | 4 |
| Initial Utilization | between 30% and 40% |
| Die Wd | 91.2 um |
| Clk latency of the worst-skew pair | 0.30 ns |
| H-tree depth | 2 |
| First-pass DRT Iterations | 4 |
| Layout cells sized above 1 | under 10% |
| First-pass GRT wire length | 7700 um |
| I/O pin cnt | 24 |
| Residual DRC | 0 |
| CTS root buf | clkbuf_8 |
| Flops out of synthesis | 48 |
| Critical Path Fanout Max | 4 |
| Detailed Route Iter0 Violations | 113 |
| Hold slack | 0.490 ns |
| Post-DR wirelength/cell | approximately 12 um |
| Fin util | 35.9% |
| Worst Hold Path Cells | 1 |
| TritonCTS Buffers | 5 |
| Dominant flop cell | dfrtp_1 |
| Row cnt | 32 |
| Cell family with most CP delay | buffers and inverters |
| Place WS | 4.36 ns |
| Power per cell area | 302 nW/um^2 |
| Hold/Removal Path Class | reg2reg |
| Syn. warnings | 1 |
| Unrepaired setup endpoints after global routing | false |
| Tot Pwr | 0.840 mW |
| Post-detailed-route via-to-cell ratio | 5.13 |
| CP endpoint kind | output pin |
| Final worst slack | 4.20 ns |
| Min-delay src | counter_wait[0]$_DFF_PN0_ |
| Layout area overhead | 16.4% |
| Ys cells | 236 |
| Overall routed net length | 4350 um |
| Fmax achieved | ~400 MHz |
| # fillers | about 760 |
| Post-Synthesis Cells | between 200 and 250 |
| Fin crit share | a little under two fifths |
| Gr usage total | 11.5% |
| VDD IR-drop max | 142 uV |
| Setup Skew | 0.00847 ns |
| Worst path cell trace | clkdlybuf4s50_1 |
| Synth Seq Share | 52.7% |
| Hold_buf cts | 0 |
| Required @ worst endpoint | 5.36 ns |
| Setup CP Type | reg2out |
| Die H | around 90 um |
| Largest net degree at the start of global routing | 38 |
| Vias in the first global route | 1,626 |
| Slew HR | a little over half |
| Final global-route overflow total | 0 |
| Initial antenna violation count | 0 |
| HPWL Detailed | 2960 um |
| Distinct lib cells used | roughly 40 |
| Die Size | 8310 sq um |
| WP depth | 1 |
| CP startpoint kind | flop |
| Final setup fails | 0 |
| Max Buffers Root-to-Sink | 2 |
| Flip-flops with a built-in enable | 11 |
| Synth Cell Area | around 2400 sq um |
| Port bufs | 22 |
| Setup Fix Bufs, Post-CTS | 0 |
| FFs w/ async S/R, synth | 77.1% |
| Vias | 1,815 |
| Leak pwr | 0.998 nW |
| Syn_area_per_cell | 10.1 sq um |
## registers in the layout, summed over array words and instances, names as in the netlist
name,count
red_tmp,1
current_state,5
counter_wait,32
HEX_2,6
HEX_1,3
green_tmp,1
## through the flow
stage | std cells | instance area [sq um]
floorplan | 236 | 2390
global placement | 346 | 2640
CTS | 354 | 2780
finish | 354 | 2780
global route | 354 | 2780
detailed placement | 346 | 2640
## placed cells by master, fill, tap and decap left out, types with 2 or more instances in the layout
cell / netlist / final
buf_4: 5 / 2
xor2_1: 2 / 2
o21ai_0: 11 / 11
nor3_1: 3 / 3
or2_2: 3 / 3
bufinv_16: 0 / 2
nor4_1: 12 / 12
nand4_2: 2 / 2
inv_1: 8 / 8
edfxtp_1: 11 / 11
or3_1: 10 / 10
o31ai_1: 14 / 14
dfrtp_1: 36 / 36
nand3_1: 11 / 11
clkdlybuf4s50_1: 0 / 21
or4_1: 13 / 13
nand4_1: 5 / 5
a21oi_1: 23 / 23
xnor2_1: 7 / 7
clkbuf_8: 0 / 5
nand2_1: 16 / 16
nor2_1: 16 / 16
## kinds of logic (layout without fill, tap and decap cells)
group,after synthesis,after routing,synth area share [%]
and+or+nand+nor,102,102,25.1
AOI/OAI and AO/OA,51,51,12.6
DFF,48,48,52.7
buffers and inverters,24,40,5.61
xor gates and xnor gates,9,9,3.30
adders and majority gates,1,1,0.524
other,1,1,0.157
## cell type report
cell class | count | area [sq um] | share of cell area [%]
Timing Repair Buffer | 24 | 230 | 8.29
Clock inverter | 3 | 68.8 | 2.48
Sequential cell | 48 | 1260 | 45.3
Inverter | 8 | 30.0 | 1.08
Multi-Input combinational cell | 164 | 995 | 35.8
Clock buffer | 5 | 68.8 | 2.48
Tap cell | 102 | 128 | 4.59
## cells in the mapped netlist, types with 2 or more instances
| cell type | number | area [sq um] |
|---|---|---|
| xnor2_1 | 7 | 61.3 |
| or2_2 | 3 | 18.8 |
| nand4_1 | 5 | 31.3 |
| edfxtp_1 | 11 | 330 |
| buf_6 | 3 | 33.8 |
| inv_1 | 8 | 30.0 |
| xor2_1 | 2 | 17.5 |
| o31ai_1 | 14 | 105 |
| buf_4 | 5 | 37.5 |
| nand3_1 | 11 | 55.1 |
| nor4_1 | 12 | 75.1 |
| buf_2 | 2 | 10.0 |
| a21oi_1 | 23 | 115 |
| nor3_1 | 3 | 15.0 |
| nor2_1 | 16 | 60.1 |
| clkbuf_1 | 5 | 18.8 |
| or3_1 | 10 | 62.6 |
| nand2_1 | 16 | 60.1 |
| dfrtp_1 | 36 | 901 |
| nand4_2 | 2 | 25.0 |
| or4_1 | 13 | 97.6 |
| o21ai_0 | 11 | 55.1 |
## routing by layer
layer,GRT usage [%],vias to the layer above,part of all wire (%)
li1,-,911,-
met2,18.4,34,47
met5,0,-,0
met1,17.6,866,48
met4,1.32,0,1.1
met3,1.87,4,3.9
## where the power goes
group	internal, mW	switching, mW	leakage (nW)	total [mW]
sequential	0.369	0.0308	0.613	0.400
clock	0.150	0.0974	0.0687	0.248
combinational	0.107	0.0851	0.316	0.192
## final timing paths
path / end / slack (ns)
max in group asynchronous: current_state[0]$_DFF_PN1_ / 5.26
max reg2reg: counter_wait[31]$_DFF_PN0_ / 4.44
max: HEX_1[5] / 4.20
min in group asynchronous: current_state[4]$_DFF_PN0_ / 1.08
min: counter_wait[0]$_DFF_PN0_ / 0.49
min reg2reg: counter_wait[0]$_DFF_PN0_ / 0.49
Power figures rest on the tool's default switching activity, not on a simulated workload.
